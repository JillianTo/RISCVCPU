<file path="./run.sh">
#!/bin/bash
# OpenROAD 26Q1-2900-gdf79404cd8, Yosys 0.63+post, stock flow scripts
make -C /OpenROAD-flow-scripts/flow DESIGN_CONFIG=/design/flow/config.mk WORK_HOME=/design/flow/orfs finish
</file>
<file path="./config.mk">
export PLATFORM = sky130hd
export DESIGN_NAME = PC
export DESIGN_NICKNAME = PC
export VERILOG_FILES = /design/flow/design.v
export SDC_FILE = /design/flow/constraint.sdc
export NUM_CORES = 4
export LEC_CHECK = 1
export CORE_AREA = 10 10 70 70
export DIE_AREA = 0 0 80 80
</file>
<file path="./constraint.sdc">
current_design PC

set clk_period 9.1
set clk_io_pct 0.2

create_clock -name clk0 -period $clk_period

set non_clock_inputs [all_inputs -no_clocks]
set_input_delay [expr $clk_period * $clk_io_pct] -clock clk0 $non_clock_inputs
set_output_delay [expr $clk_period * $clk_io_pct] -clock clk0 [all_outputs]
</file>
<file path="./design.v">
module PC ( in, out);
	 input [31:0] in; 
	 output reg [31:0] out;
	 always @(*) begin 
		 out <= in + 32'b0000000000000000000000000000100;
	 end
endmodule
</file>
==> results.ini <==
[placement]
portBuffers = 60
dp_hpwl_um = 2020
detailed_place.area_mm2 = 0.00122
routabilityCongestion = 0.734

[logic_synthesis]
top_area_cell = xnor2_1
synth-seq-area-share_pct = 0
synth_area_per_cell_um2 = 6.99
syn_inst = 83
synth.area.top_cells = xnor2_1 32%, xor2_1 11%, nand4_1 9.7%
synth.top_cell.area_share_pct = 31.7
syn_area_um2 = 581
yosys_area_um2 = 581
top_cell = xnor2_1
yosysUniqueCellTypes = 18
yosys_warnings = 1
ys_top_cells_by_count = 21 x xnor2_1, 10 x nand2_1, 10 x nand3_1
ys_cells = 83

[finish]
ff_count = 0
comb_area_um2 = 558
fill_cells = 358
flop_area_um2 = 0
clkbuf_count = 0
area_delta_synth_final_pct = 111
layout-drive-gt1-share_pct = 4.96
final_cell_area_mm2 = 0.00122

[drt]
drt_wl_total_um = 2270
drtIter0Drc = 23
drt_pass1_iterations = 4
ant_nets = 0
wl_per_cell_um = 12.1
route.vias.total = 771
routed_via_density = 4.12
drc = 0
antenna_cells = 0

[grt]
grt_use_total_pct = 6.95
grt_pass1_wl_um = 3780
antenna_found_initial = 0
grt_pass1_vias = 837
grt_overflow_total = 0
grt_max_degree = 9

[final_timing]
slew_violations = 0
fin_setup_tns_ps = 0
hold_violations = 0
tightest_slew_ps = 488
final-setup-viol-count = 0
finalClockPeriodUsage_pct = 64.3
timing.final.crit_period_ps = 5850
slew_headroom_pct = 67.2
rsz0062_at_grt = no
max_freq_mhz = 171

[die]
io_pins = 64
coreArea_mm2 = 0.00342
die_h_um = 80
fp_util_pct = 17.0
rows = 21
dieArea_mm2 = 0.00640
die_w_um = 80

[setup_path]
cp-end-kind = output port
start_kind = primary input
critPathKind = primary input to output port
worstPathRequired_ps = 7280
cp.arrival_ps = 4030
cp_max_fo = 8

[cts]
cts_resized = 0
cts_setup_buffers = 0
cts_hold_buf = 0

[job]
tool_warnings = 32
cap_violations = 0

[power_and_ir_drop]
power_per_cell_area_mw_per_mm2 = 34.3
vdd_drop_max_mv = 0.0172
leakagePower_nw = 0.423

[outcome]
status = finished clean

[worst_hold_path]
holdCritPathClass = primary input to output port

critical path, cell delays in order:
cell and delay (ps):
clkdlybuf4s50_1 520, ha_1 200, nand3_1 220, nor4_4 430
nand3_1 160, xnor2_1 180, clkdlybuf4s50_1 490
per-layer routing:
layer  global-route usage (%)  vias to the layer above  share of wire (%)
met1                     8.17                      330                 39
met5                        0                        -                  0
met3                     3.18                        0                 13
li1                         -                      409                  -
met4                        0                        0                  0
met2                     12.0                       32                 47
report_power, final:
part           leakage [nW]  switching (mW)  internal, mW  total (mW)
Clock                     0               0             0           0
Sequential                0               0             0           0
Combinational         0.423          0.0128        0.0292      0.0419
Total                 0.423          0.0128        0.0292      0.0419
per-stage QoR:
step	utilization (%)	setup slack [ps]	cells	hold WS, ps	total power [mW]
final	35.8	3250	187	3640	0.0419
after CTS	35.8	3180	187	3640	0.0429
after floorplan	-	4490	83	3650	0.00817
after global routing	35.8	3010	187	3640	0.0459
after global placement	35.8	3250	187	3640	0.0424
after detailed placement	35.8	3190	187	3640	0.0425
worst paths after layout:
path,to,cells past startpoint,from,slack (ps)
worst min-delay path,out[0],0,in[0],3640
worst max-delay path,out[30],7,in[2],3250
logic make-up after synthesis:
logic type	synth area share, %
buffers and inverters	3.88
xor gates and xnor gates	42.2
and+or+nand+nor	51.7
adders and majority gates	2.15
cell type report:
type | count | area share, %
multi-input cells | 79 | 45.6
repair buffers | 60 | 49.1
well taps | 46 | 4.70
inverters | 2 | 0.613
cells in the final DEF, fill, tap and decap left out:
cell             count
and3_1               2
nand4_2              1
ha_1                 1
clkdlybuf4s50_1     60
nand4_1              9
nor4_4               2
or2_2                2
nor3_1               3
nand2_1             10
xor2_1               7
nor2_1               7
xnor2_1             21
inv_1                2
and4_1               1
nand3_1             10
nand3_2              1
and2_1               1
and4_2               1
Power is estimated from default activity; no workload was simulated.
